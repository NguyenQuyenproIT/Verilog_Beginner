==> ./design.v <==
module main (
    input  wire        clock,           
    input  wire        reset,           
    output reg  [1:0]  selection_port,  
    output reg  [6:0]  sseg              
);
    parameter CLK_FREQ   = 27000000;  
    parameter SCAN_FREQ  = 2000;      
    parameter COUNT_FREQ = 1;         
    reg [3:0] chuc   = 0;
    reg [3:0] donvi  = 0;
    reg [3:0] so_gma = 0;
    reg       seg_active = 0;
    localparam integer SCAN_MAX = CLK_FREQ / (SCAN_FREQ * 2);
    reg [$clog2(SCAN_MAX)-1:0] scan_cnt = 0;
    localparam integer COUNT_MAX = CLK_FREQ / (COUNT_FREQ * 2);
    reg [$clog2(COUNT_MAX)-1:0] count_cnt = 0;
    reg tick_1Hz = 0;  
    always @(posedge clock or negedge reset) begin
        if (!reset) begin
            scan_cnt   <= 0;
            seg_active <= 0;
        end else begin
            if (scan_cnt >= SCAN_MAX - 1) begin
                scan_cnt   <= 0;
                seg_active <= ~seg_active;  
            end else begin
                scan_cnt <= scan_cnt + 1;
            end
        end
    end
    always @(posedge clock or negedge reset) begin
        if (!reset) begin
            count_cnt <= 0;
            tick_1Hz  <= 0;
        end else begin
            if (count_cnt >= COUNT_MAX - 1) begin
                count_cnt <= 0;
                tick_1Hz  <= 1;
            end else begin
                count_cnt <= count_cnt + 1;
                tick_1Hz  <= 0;
            end
        end
    end
    always @(posedge clock or negedge reset) begin
        if (!reset) begin
            chuc  <= 0;
            donvi <= 0;
        end else if (tick_1Hz) begin
            if (chuc == 2 && donvi == 3) begin
                chuc  <= 0;
                donvi <= 0;
            end else if (donvi == 9) begin
                donvi <= 0;
                chuc  <= chuc + 1;
            end else begin
                donvi <= donvi + 1;
            end
        end
    end
    always @(*) begin
        if (seg_active == 0) begin
            selection_port = 2'b10;  
            so_gma         = chuc;
        end else begin
            selection_port = 2'b01;  
            so_gma         = donvi;
        end
    end
    always @(*) begin
        case (so_gma)
            4'd0: sseg = 7'b1000000;
            4'd1: sseg = 7'b1111001;
            4'd2: sseg = 7'b0100100;
            4'd3: sseg = 7'b0110000;
            4'd4: sseg = 7'b0011001;
            4'd5: sseg = 7'b0010010;
            4'd6: sseg = 7'b0000010;
            4'd7: sseg = 7'b1111000;
            4'd8: sseg = 7'b0000000;
            4'd9: sseg = 7'b0010000;
            default: sseg = 7'b1111111;  
        endcase
    end
endmodule
==> ./run.sh <==
#!/bin/bash
# OpenROAD 26Q1-2900-gdf79404cd8, Yosys 0.63+post, stock flow scripts
make -C /OpenROAD-flow-scripts/flow DESIGN_CONFIG=/design/flow/config.mk WORK_HOME=/design/flow/orfs finish
==> ./config.mk <==
export PLATFORM = sky130hd
export DESIGN_NAME = main
export DESIGN_NICKNAME = main
export VERILOG_FILES = /design/flow/design.v
export SDC_FILE = /design/flow/constraint.sdc
export NUM_CORES = 4
export LEC_CHECK = 1
export CORE_UTILIZATION = 50
==> ./constraint.sdc <==
current_design main

set clk_period 3.9
set clk_io_pct 0.2

create_clock -name clk0 -period $clk_period [get_ports {clock}]

set non_clock_inputs [all_inputs -no_clocks]
set_input_delay [expr $clk_period * $clk_io_pct] -clock clk0 $non_clock_inputs
set_output_delay [expr $clk_period * $clk_io_pct] -clock clk0 [all_outputs]
==> qor.rpt <==
===========================================================================================
Status                                                                            completed
X dimension of the die                                                              75.2 um
Mux contribution to synthesized area                                                 0.0360
Final HPWL DP                                                                       3.19 mm
Number of iterations in the first detailed-routing pass                                   4
Startpoint type of the worst setup path                                                flop
Max-cap violation count                                                                   0
Post-synthesis instance area                                                    0.00268 mm2
DRC                                                                                       0
Share of the yosys chip area belonging to registers                                   0.439
Leakage power                                                                       1.29 nW
Share of synthesized cell area in and-or and or-and compound cells                    0.113
Top cell type by total area after synthesis                                    sky130_fd_sc_hd__dfrtp_1
Period utilization                                                                    0.798
Hold buffer count at CTS                                                                  0
Unrepaired setup endpoints after global routing                                          no
Number of flip-flops and latches in the synthesized netlist                              47
Cell depth of the worst hold path                                                         2
Layout Area Growth over Synthesis                                                     8.41%
CTS root buffer                                                                sky130_fd_sc_hd__clkbuf_8
Post-synth tally of flip-flops with integrated enable                                     0
Fmax achieved                                                                       321 MHz
Worst hold path endpoint                                                       count_cnt[23]
Clock tree from TritonCTS                                                               yes
Summed negative setup slack over all endpoints                                         0 ps
Gr ovfl total                                                                             0
Final design utilization                                                              0.565
R2r worst-path depth                                                                      5
Tool Warnings                                                                            32
Max clock buf depth                                                                       2
Top cell type's share of synthesized area                                             0.439
GR Util All Layers                                                                    0.185
Post-detailed-route via-to-cell ratio                                                  5.54
Cells taking the most area after synthesis                                     sky130_fd_sc_hd__dfrtp_1 (44%), sky130_fd_sc_hd__nor2_1 (5.9%), sky130_fd_sc_hd__ha_1 (5.6%)
Setup WS post-layout                                                                 787 ps
Power density cells                                                              275 mW/mm2
Crit path arrival time                                                              2330 ps
Fraction of the mapped netlist area in adder cells                                   0.0560
Count of inserted antenna diode cells                                                     0
Io pins                                                                                  11
Final Setup Violations                                                                    0
Design Power                                                                       0.800 mW
Primary flip-flop cell chosen by synthesis mapping                             sky130_fd_sc_hd__dfrtp_1
Maximum number of pins on one net before global-route repair                             48
Clk latency of the worst-skew pair                                                   300 ps
Initial antenna violation count                                                           0
Type of the most critical hold path                                            flop to flop
Top cell types by occurrence after synthesis                                   sky130_fd_sc_hd__dfrtp_1 (47), sky130_fd_sc_hd__nor2_1 (42), sky130_fd_sc_hd__nand2_1 (17), sky130_fd_sc_hd__nand3_1 (17), sky130_fd_sc_hd__xor2_1 (15)
Global-route wire length before repair                                              7.82 mm
H-tree depth                                                                              2
Gate Count Post-Synth                                                                   278
Endpoint of the lowest-slack register-to-register path                         count_cnt[16]
Post-CTS resize count                                                                     0
Yosys xor share                                                                      0.0752
Via count of the first global-routing pass                                             1765
Area of the die                                                                 0.00565 mm2
Post-synth cell types                                                                    47
Number of port buffers                                                                   10
Final Cell Area                                                                 0.00290 mm2
Synth Area in Simple Gates                                                            0.243
Synth logic family                                                             simple AND/OR/NAND/NOR gates
Detailed Route WL                                                                   4.71 mm
Reg2Reg Setup Slack                                                                 1800 ps
Count of synthesis-stage warnings from yosys                                              1
Required time at the worst-slack endpoint                                           3120 ps
Floorplan Utilization                                                                 0.521
Pin slew with the least headroom to its limit                                        583 ps
Critical hold path startpoint                                                  count_cnt[23]
Critical path start-end classification                                         flop to primary output
Tally of nets with antenna violations remaining after routing                             0
Element type at the critical path end                                          primary output
Placeable Area                                                                  0.00514 mm2
Chip area in the Yosys report                                                   0.00268 mm2
Number of design-rule violations left by the first detailed-router iteration            106
Syn avg cell area                                                                  9.64 um2
Placed cell areas                                                               0.00281 mm2
Clk sinks                                                                                47
Leading cell type by number of instances after synthesis                       sky130_fd_sc_hd__dfrtp_1
Reg clk slew, reported paths                                                          90 ps
Std cell rows                                                                            26
Number of cells in the yosys synthesis report                                           278
Hold violation count in the final report                                                  0
Post-synthesis async set-or-reset flop share                                           1.00
Detailed-route via count                                                               1988
Number of pins exceeding their max-slew limit in the final report                         0
Dpl ws                                                                              1110 ps
R2r startpoint                                                                 count_cnt[0]
Chip Height                                                                         75.2 um
Average routed wire per standard cell                                               13.1 um
Peak ir drop on the vdd network                                                  0.000204 V
Post-layout min period                                                              3110 ps
Number of post-CTS setup repair buffers                                                   0
Layout Skew                                                                         10.2 ps
Final weighted congestion in routability-driven placement                             0.841
Inserted Clock Buffers                                                                    5
Max-slew headroom                                                                     0.600
Fraction of layout cells with a size suffix above 1                                  0.0900
Crit-path max FO                                                                          7
===========================================================================================
flip-flops by register name (all words and copies together) (netlist names):
register and cells:
count_cnt 24, scan_cnt 13, chuc 4, donvi 4, seg_active 1, tick_1Hz 1
area by class of cell:
cell class	count	area, um2
clock inverters	3	23.8
well taps	70	87.6
fillers	487	2240
flip-flops and latches	47	1180
repair buffers	11	103
multi-input cells	211	1400
inverters	12	45.0
clock buffers	5	68.8
logic make-up (layout without fill, tap and decap cells):
kind of cell / Yosys count / count (layout)
flip-flops: 47 / 47
adder cells (fa/ha/maj): 12 / 12
AND/OR/NAND/NOR: 122 / 122
XOR/XNOR: 23 / 23
multiplexers: 9 / 9
AND-OR/OR-AND: 45 / 45
buffers and inverters: 20 / 31
worst max path at each step:
stage	slack [ps]	start	cells after the start	end
5_1_grt	600	seg_active	7	sseg[3]
6_report	790	seg_active	7	sseg[3]
4_1_cts	760	seg_active	7	sseg[3]
where the power goes:
group	total [mW]	switching, mW	internal [mW]	leakage, nW
Combinational	0.0101	0.00907	0.00101	0.609
Sequential	0.487	0	0.487	0.637
Clock	0.303	0.175	0.128	0.0408
stage by stage:
stage                     hold slack [ps]  instances
after floorplan                       463        278
after global placement                485        351
after detailed placement              497        351
after CTS                             523        359
after global routing                  554        359
final                                 520        359
worst max-delay path: stages, from the launching register on:
cell and delay, ps:
sky130_fd_sc_hd__dfrtp_1 510, sky130_fd_sc_hd__mux2_2 430, sky130_fd_sc_hd__inv_1 130, sky130_fd_sc_hd__ha_1 160, sky130_fd_sc_hd__nor2_1 40, sky130_fd_sc_hd__o21a_1 180, sky130_fd_sc_hd__a21oi_1 120, sky130_fd_sc_hd__clkdlybuf4s50_1 470
layout by cell type (no fill, tap or decap), drive strengths merged, types with 12 or more instances in the layout:
cell type,netlist,layout
dfrtp,47,47
a21oi,18,18
nand2,18,18
nand3,17,17
nor2,42,42
ha,12,12
xor2,15,15
inv,12,13
per-layer routing:
metal	track usage	vias up	wire length [um]
met1	0.277	948	2360
met4	0.0226	0	50
li1	-	1008	-
met5	0	-	0
met2	0.309	25	2190
met3	0.0271	7	112
Power is estimated from default activity; no workload was simulated.
