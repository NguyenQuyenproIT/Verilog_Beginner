==> design/flow/design.v <==
module led_button #(
    parameter DEBOUNCE_LIMIT = 20_000   
)(
    input  wire       clk,
    input  wire       rst_n,
    input  wire [3:0] button,
    output reg  [3:0] led_out
);
    reg [3:0] syn_but;         
    reg [3:0] stable_but;      
    reg [19:0] counter[3:0];   
    integer i;
    always @(posedge clk or negedge rst_n) begin
        if (!rst_n) begin
            syn_but    <= 4'b0000;
            stable_but <= 4'b0000;
            led_out    <= 4'b1111;  
            for (i = 0; i < 4; i = i + 1)
                counter[i] <= 0;
        end else begin
            syn_but <= button;
            for (i = 0; i < 4; i = i + 1) begin
                if (syn_but[i] != stable_but[i]) begin
                    counter[i] <= counter[i] + 1;
                    if (counter[i] >= DEBOUNCE_LIMIT) begin
                        stable_but[i] <= syn_but[i];
                        counter[i] <= 0;
                    end
                end else begin
                    counter[i] <= 0;  
                end
            end
            led_out <= stable_but;  
        end
    end
endmodule
==> design/flow/run.sh <==
#!/bin/bash
# OpenROAD 26Q1-2900-gdf79404cd8, Yosys 0.63+post, stock flow scripts
make -C /OpenROAD-flow-scripts/flow DESIGN_CONFIG=/design/flow/config.mk WORK_HOME=/design/flow/orfs finish
==> design/flow/config.mk <==
export PLATFORM = sky130hd
export DESIGN_NAME = led_button
export DESIGN_NICKNAME = led_button
export VERILOG_FILES = /design/flow/design.v
export SDC_FILE = /design/flow/constraint.sdc
export NUM_CORES = 4
export LEC_CHECK = 1
export CORE_UTILIZATION = 30
==> design/flow/constraint.sdc <==
current_design led_button

set clk_period 2.9
set clk_io_pct 0.2

create_clock -name clk0 -period $clk_period [get_ports {clk}]

set non_clock_inputs [all_inputs -no_clocks]
set_input_delay [expr $clk_period * $clk_io_pct] -clock clk0 $non_clock_inputs
set_output_delay [expr $clk_period * $clk_io_pct] -clock clk0 [all_outputs]
==> results.env <==
POST_SYNTH_INST_COUNT=353
FINAL_INSTANCE_AREA_UM2=4580
HTREEDEPTH=3
GRT_MAX_DEGREE=93
SEQ_POWER_SHARE=0.510
QUANTITY_OF_GATES_RESIZED_FOLLOWING_CTS=0
CP-END-KIND='register'
SLEW_VIOL_FINAL=0
FLOORPLAN.INITIALDENSITY=0.309
POWER.DENSITY_CELL_AREA_nW_PER_UM2=565
MOSTFREQUENTLAYOUTCELLS='dfrtp_1, nor2_1, xnor2_1'
CLOCK.FMAX_MHz=453
PLACEABLECOREAREA_UM2=12700
TNS_NS=0
REGTOREGSETUPSLACK_NS=0.69
DIE_H_UM=116
STATIC-LEAKAGE-POWER_nW=1.80
TIMING.HOLD.WS_NS=0.260
SWITCHING_POWER_mW=0.499
RR_WORST_DEPTH=4
TOTALPOWERFINAL_mW=2.59
TRITONCTS='done'
HOLDBUFCOUNTCTS=0
MAPPEDNETLISTAREA_UM2=3910
OUTCOME='finished, final reports clean'
POSTSYNTHREGISTERBITS=92
CRIT_PATH_KIND='register to register'
FIN_CRIT_SH=0.761
LAUNCH_POINT_OF_THE_WORST_REG_TO_REG_PATH='counter[3][6]$_DFF_PN0_'
CRITPATHREQUIREDTIME_NS=3.16
TIGHTESTPINTRANSITION_NS=0.505
IR_WORST_VDD_mV=0.344
DRT_DRC_VIOLATIONS_LEFT=0
DIE_X_UM=116
SYN_TO_FINAL_GROWTH_PCT=17.0
PLACEMENT.IO_BUFFERS=9
SLEW-LIMIT-HEADROOM=0.663
CRITICAL_PATH.REG2REG.ENDPOINT='counter[3][8]$_DFF_PN0_'
MOST_COMMON_REG_CELL='dfrtp_1'
HOLD_CLASS='input pin to async pin'
CTS.PATH.MAX_BUFFERS=2
GRT_TOTAL_OVFL=0
ANTENNADIODECOUNT=0
FRACTION_OF_LAYOUT_CELLS_WITH_A_SIZE_SUFFIX_ABOVE_1=0.0590
TIMING.CRITICAL_PATH.FANOUT_MAX=15
DRT_FIRST_ITER_VIOLATIONS=110
PLACEMENT_ROW_COUNT=41
YS_CELLS=353
CTS.ROOT.BUFFER_CELL='clkbuf_16'
MOSTFREQUENTLAYOUTCELL='dfrtp_1'
BUFFERS_INSERTED_DURING_POST_CTS_SETUP_OPTIMIZATION=0
CLK_LATENCY_NS=0.34
FIN_CRIT_NS=2.21
TOTAL_ROUTING_USAGE_GR=0.0972
GRT_PASS1_VIAS=2293
ENABLE_FLOP_CELLS=0
YOSYSTOPAREACELL='dfrtp_1'
DRT-VIAS-PER-INSTANCE=4.24
P_SW_FRAC=0.193
SYNTH_AREA_PER_CELL_UM2=11.1
DPL-INSTANCE-AREA_UM2=4270
ASYNC_FLOP_SHARE=1.00
PLACE_CONGESTION=0.774
COMBPWRFRAC=0.022
CTS_MADE_BUFFERS=9
ROUTE.DETAILED.WL_PER_INST_UM=10.1
FINAL-SETUP-VIOL-COUNT=0
DETAILROUTE.VIA_COUNT=2384
WORSTSETUPSTARTPOINTTYPE='register'
DRT.ANTENNA.VIOLATING_NETS=0
WORST_EP_ARRIVAL_TIME_NS=2.47
PLACE.DETAILED.HPWL_UM=3540
IOPINCOUNT=10
YOSYS_WARNINGS=2
FINALWIRELENGTH_UM=5650
YOSYS.STAT.SEQSHARE=0.590
SYNTH.DISTINCT_CELLS=26
INTERNAL-POWER_mW=2.09
CLKSINKCOUNT=92
GRT_PASS1_WL_UM=10300
FINCLKSKEW_NS=0.00569
CHIPAREA_UM2=13500
YS_TOP_CELLS_BY_AREA='dfrtp_1, xnor2_1, nor2_1'
PATH_CLK_SLEW_NS=0.06
FIRSTDRTPASSITERS=4
ANTENNA_FOUND_INITIAL=0
YOSYS.AREA.TOP_TYPE_SHARE=0.563
POWER_FRAC_CLOCK=0.468
YS_CHIP_AREA_UM2=3910
GRT_SETUP_UNREPAIRED='false'
CAP_VIOL_MAX_COUNT=0
HOLD_VIOL_FINAL=0
TOOL_WARNINGS=33
[synthesized netlist by cell type (all sizes together), types with 8 or more instances]
library cell / count
nand4: 17
dfrtp: 88
nand3: 20
xnor2: 29
nor4: 11
nor2: 67
xor2: 27
and4: 10
inv: 15
nand2: 15
nor3: 10
ha: 8
[metrics by stage]
stage	worst slack (ns)	std cells	utilization
2_1_floorplan	0.851	372	-
3_3_place_gp	0.752	546	0.337
3_5_place_dp	0.699	546	0.337
4_1_cts	0.687	562	0.361
5_1_grt	0.573	562	0.361
6_report	0.692	562	0.361
[how the worst max path moves through the flow]
| stage | start | end | slack, ns | cells after the start |
|---|---|---|---|---|
| 6_report | counter[3][6]$_DFF_PN0_ | counter[3][8]$_DFF_PN0_ | 0.69 | 4 |
| 5_1_grt | counter[3][6]$_DFF_PN0_ | counter[3][5]$_DFF_PN0_ | 0.57 | 4 |
| 4_1_cts | counter[3][6]$_DFF_PN0_ | counter[3][8]$_DFF_PN0_ | 0.69 | 4 |
[sequential cells by signal (all words and copies together), names as in the netlist]
register / count
counter: 80
led_out: 4
stable_but: 4
syn_but: 4
[routing by layer]
layer  GRT usage  vias up  wire [um]
met3      0.0264        8        245
met5           0        -          0
met1       0.155     1102       2930
met2       0.140       34       2370
li1            -     1240          -
met4      0.0137        0         99
[logic make-up (layout without fill, tap and decap cells)]
| family | Yosys count | count (layout) | synth area share |
|---|---|---|---|
| buf+inv | 23 | 41 | 0.0240 |
| xor+xnor | 56 | 56 | 0.125 |
| mux | 4 | 4 | 0.0115 |
| compound gates | 10 | 10 | 0.0214 |
| fa+ha+maj | 8 | 8 | 0.0256 |
| simple gates | 159 | 159 | 0.201 |
| other cells | 1 | 20 | 0.000958 |
| flops | 92 | 92 | 0.590 |
[power by group through the flow]
stage / registers [mW] / clock network [mW] / logic (mW)
global route: 1.32 / 1.30 / 0.0666
finish: 1.32 / 1.21 / 0.0565
CTS: 1.32 / 1.25 / 0.0600
[critical path, cell delays in order, from the launching register on]
cell      delay (ns)
dfrtp_1         0.42
or4_1           0.51
a311o_1         0.38
a2111o_1        0.63
nor2_1          0.19
[cell type report]
type                    count  area [um2]
multi-input cells         257        1580
well taps                 172         215
flip-flops and latches     92        2310
clock buffers              12         236
inverters                  15        56.3
repair buffers             10         108
fillers                  1215        8090
clock inverters             4        73.8
Power and IR drop assume default switching activity.
