File: ./design.v
module fifo_async
    #(
       parameter reg[7:0] WIDTH = 64,
       parameter reg[15:0] DEPT = 256,
       parameter ALENGTH = 8
    )
    (
    input wire wr_clk,
    input wire wr_en,
    input wire [WIDTH - 1:0] wr_data,
    output reg fifo_full,
    input wire rd_clk,
    input wire rd_en,
    output wire [WIDTH - 1:0] rd_data,
    output reg fifo_empty,
    output wire fifo_wr_valid,
    output wire fifo_rd_valid
    );
    reg [WIDTH - 1:0] buffer_ff [DEPT - 1:0];
    reg [ALENGTH:0] write_ptr_sync1, write_ptr_sync2, write_ptr_g;
    reg [ALENGTH:0] read_ptr_sync1, read_ptr_sync2, read_ptr_g;
    reg [ALENGTH:0]read_ptr;
    reg [ALENGTH:0]write_ptr;
    reg [1:0] counter_wr_valid;
    reg [1:0] counter_rd_valid;
    initial begin
        write_ptr <= 0;
        read_ptr <= 0;
        counter_wr_valid <= 0;
        counter_rd_valid <= 0;
    end  
    always @(posedge rd_clk) begin
        write_ptr_sync2 <= write_ptr_sync1;
        write_ptr_sync1 <= write_ptr_g;
        read_ptr_g <= read_ptr ^ read_ptr[ALENGTH:1]; 
        fifo_empty <= read_ptr_g == write_ptr_sync2;
        if(rd_en && !fifo_empty) begin
            read_ptr <= read_ptr + 1;
            counter_rd_valid <= 0;
        end   
        else if(counter_rd_valid <= 2'd1) counter_rd_valid <= counter_rd_valid + 1;
    end
    assign fifo_rd_valid = !rd_en & (counter_rd_valid > 2'd1);
    assign rd_data = buffer_ff[read_ptr[ALENGTH - 1:0]];
    always @(posedge wr_clk) begin
        read_ptr_sync2 <= read_ptr_sync1;
        read_ptr_sync1 <= read_ptr_g;
        write_ptr_g <= write_ptr ^ write_ptr[ALENGTH:1]; 
        fifo_full <= {~read_ptr_sync2[ALENGTH:ALENGTH-1], read_ptr_sync2[ALENGTH - 2:0]} == write_ptr_g;
        if(wr_en && !fifo_full) begin
            buffer_ff[write_ptr[ALENGTH - 1:0]] <= wr_data;
            write_ptr <= write_ptr + 1'b1;
            counter_wr_valid <= 0;
        end
        else if(counter_wr_valid <= 2'd1) counter_wr_valid <= counter_wr_valid + 1;
    end
    assign fifo_wr_valid = !wr_en & (counter_wr_valid > 2'd1);
endmodule
File: ./constraint.sdc
current_design fifo_async

set clk_period 2844.7
set clk_io_pct 0.2

create_clock -name clk0 -period $clk_period [get_ports {rd_clk}]
create_clock -name clk1 -period $clk_period [get_ports {wr_clk}]

set non_clock_inputs [all_inputs -no_clocks]
set_input_delay [expr $clk_period * $clk_io_pct] -clock clk0 $non_clock_inputs
set_output_delay [expr $clk_period * $clk_io_pct] -clock clk0 [all_outputs]
File: ./config.mk
export PLATFORM = sky130hd
export DESIGN_NAME = fifo_async
export DESIGN_NICKNAME = fifo_async
export VERILOG_FILES = /design/flow/design.v
export SDC_FILE = /design/flow/constraint.sdc
export NUM_CORES = 4
export LEC_CHECK = 1
export CORE_UTILIZATION = 50
export SYNTH_MEMORY_MAX_BITS = 65536
File: ./run.sh
#!/bin/bash
# OpenROAD 26Q1-2900-gdf79404cd8, Yosys 0.63+post, stock flow scripts
make -C /OpenROAD-flow-scripts/flow DESIGN_CONFIG=/design/flow/config.mk WORK_HOME=/design/flow/orfs finish
==> results.txt <==
Crit Path Category -> input pin to primary output
clock-pin slew on the worst setup and hold paths -> 0.09 ns
CP required -> 2275.76 ns
ys cells -> 27,700
Vias -> 310,000
Die X -> 1120 um
max-cap check violation count -> 0
largest net degree at the start of global routing -> 102
skew final -> 0.116 ns
Port-buffer cells -> 134
Critical Path AT -> 570.08 ns
yosys synthesis chip area -> 630,000 um2
area of all sequential standard cells -> 494,000 um2
first-pass GRT wire length -> 2,710,000 um
drt drc -> 0
RSZ-0062 raised after global routing -> no
Via density -> 6.40
Routed Antenna Nets -> 0
CTS tree -> done
final setup vio count -> 0
HPWL Detailed -> 1,210,000 um
fillcell total -> 89,200
DR pass1 iterations -> 6
synth-to-layout area growth -> 13.3%
vias in the first global route -> 338,000
setup ws final -> 1705.68 ns
Lkg Pwr -> 226 nW
ys async rst share -> 0%
total number of placement rows -> 412
Setup crit end kind -> primary output
drt initial violations -> 23,000
Post-CTS Resized -> 0
CTS Sinks -> 16,500
final WL -> 1,990,000 um
cell repeated most along the worst path -> clkdlybuf4s50_1
Slew Viols, Final -> 0
initial antenna violation count -> 182
Hold Vio Cnt, Final -> 0
comb. cell area -> 128,000 um2
Post-synth regs -> 16,500
slowest CP cell -> clkdlybuf4s50_1
Crit path largest cell delay -> 0.52 ns
routability congestion estimate -> 0.906
synth warn -> 1
Core Area -> 1,260,000 um2
status -> complete, no violations
r2r endpoint -> buffer_ff[208][34]$_DFFE_PP_
Synth Cell Area -> 630,000 um2
GR Overflow Total -> 0
min-delay worst type -> register to register
HP Start -> write_ptr_sync1[3]$_DFF_P_
r2r worst-path depth -> 9
Log Warnings -> 44
Worst slew margin -> 0.0261%
reg2reg setup slack -> 2839.21 ns
Die Y -> 1120 um
startpoint types -> input pin
VDD IR max -> 0.000623 mV
Post-synth seq share -> 78.3%
drt wl/cell -> 41.0 um
Worst Setup Slack post-DPL -> 1705.68 ns
power per cell area -> 0.742 nW/um2
Dominant Register Cell -> edfxtp_1
synthesized instance count -> 27,700
Buf+Inv Stages, Crit Path -> 2
worst r2r src -> fifo_full$_DFF_P_
syn_area_per_cell -> 22.7 um2
IO Pins -> 136
Post-synth EDFFs -> 16,400
Crit Path Max Fanout -> 2
Worst-Margin Slew -> 1.48 ns
FP Core Util -> 50.1%
Fin Setup TNS -> 0 ns
Die Size -> 1,270,000 um2
synth unique cells -> 98
Cell Chain, Critical Path -> clkdlybuf4s50_1, nor2_1, clkdlybuf4s50_1
layout cell share with drive strength beyond 1 -> 26.0%
Top Family by Delay on Critical Path -> buffers and inverters
Hold Path End -> write_ptr_sync2[3]$_DFF_P_
hold path cells -> 0
GRT Resource Usage Total -> 35.8%
==> timing repair <==
action | in CTS | in global routing
hold endpoints to repair | 9 | 0
setup buffers | 0 | 0
hold buffers | 18 | 0
==> cell families after synthesis <==
family	count (synthesis)	synth area share [%]
DFF	16500	78.3
muxes	5067	15.2
buffers and inverters	1630	1.98
and+or+nand+nor	1542	1.12
AOI/OAI and AO/OA	2982	3.32
adders and majority gates	28	0.0556
xor gates and xnor gates	36	0.0500
==> cells in the final DEF, fill, tap and decap left out, types with 69 or more instances in the layout <==
master / synthesis / final
a211oi_1: 110 / 78
a21oi_1: 466 / 465
a221oi_1: 99 / 92
a22oi_1: 449 / 449
a31oi_1: 105 / 99
buf_12: 72 / 69
buf_4: 166 / 1898
bufinv_16: 0 / 144
clkbuf_1: 536 / 329
clkbuf_16: 0 / 1741
clkdlybuf4s50_1: 0 / 70
clkinv_1: 2 / 432
clkinv_2: 0 / 315
diode_2: 0 / 440
edfxtp_1: 16400 / 16400
mux2i_1: 1529 / 1529
mux4_1: 289 / 289
mux4_2: 3207 / 3207
nand2_1: 502 / 481
nand3_1: 182 / 166
nor2_1: 440 / 188
nor2_4: 1 / 247
nor3_1: 132 / 99
o21ai_0: 270 / 251
o221ai_1: 506 / 506
o22ai_1: 597 / 590
==> worst reg2reg max path, stage by stage (launching register included) <==
cell and delay [ns]:
dfxtp_1 0.33, nor2b_4 0.54, buf_4 0.40, buf_4 0.48, nand3_4 0.53, buf_4 0.48
nor2_4 0.70, buf_4 0.62, buf_4 0.50, buf_4 0.48
==> flip-flops by register name, indices dropped and copies added, names as in the netlist <==
signal,flops
write_ptr_sync2,9
write_ptr,9
fifo_empty,1
read_ptr_sync1,9
read_ptr,9
counter_wr_valid,2
fifo_full,1
counter_rd_valid,2
buffer_ff,16384
write_ptr_g,9
read_ptr_sync2,9
read_ptr_g,9
write_ptr_sync1,9
==> Yosys cell counts (18+ instances only) <==
library cell      n  share of area [%]
o21ai_0         270               0.21
a32oi_1          31              0.043
buf_2           305               0.24
ha_1             28              0.056
nand2_1         502               0.30
buf_12           72               0.23
nor2b_1          19              0.019
buf_4           166               0.20
o31ai_1          46              0.055
nand3_1         182               0.14
mux4_2         3207                 11
mux2i_1        1529                2.4
a21oi_1         466               0.37
buf_1            83              0.049
o22ai_1         597               0.59
buf_8           140               0.33
a21o_1           23              0.027
mux4_1          289                1.2
nand4_1          25              0.025
and3_1           58              0.058
a41oi_1          18              0.025
o221ai_1        506               0.70
dfxtp_1          60               0.19
a22oi_1         449               0.53
buf_6           203               0.36
a22o_1           64              0.089
a31oi_1         105               0.10
nor4_1           51              0.051
edfxtp_1      16400                 78
xnor2_1          25              0.035
mux2_2           42              0.075
nor3_1          132               0.10
nor2_1          440               0.26
clkbuf_1        536               0.32
clkbuf_8         98               0.21
a221oi_1         99               0.14
a211oi_1        110               0.13
and2_1           44              0.044
o211ai_1         38              0.045
==> worst max-delay path by stage <==
stage	startpoint	endpoint	slack (ns)	depth (start not counted)
CTS	rd_en	fifo_rd_valid	1705.68	3
global route	rd_en	fifo_rd_valid	1705.68	3
finish	rd_en	fifo_rd_valid	1705.68	3
==> area by class of cell <==
type	instances	share of cell area (%)
Clock buffer	2070	6.27
Timing Repair Buffer	2121	2.45
Clock inverter	986	1.19
Multi-Input combinational cell	9655	17.9
Sequential cell	16500	69.1
Inverter	14	0.0109
Tap cell	16800	2.94
Antenna cell	440	0.154
==> layer usage <==
layer | GRT usage (%) | part of all wire (%)
met5 | 6.29 | 0.53
met4 | 15.8 | 6.2
met3 | 35.2 | 23
met2 | 47.2 | 44
met1 | 37.7 | 26
==> per-stage QoR <==
| stage | area, um2 | utilization (%) | power, mW | hold WS (ns) | instances |
|---|---|---|---|---|---|
| 3_5_place_dp | 660000 | 52.5 | 0.318 | 0.312 | 45000 |
| 5_1_grt | 714000 | 56.8 | 0.543 | 0.330 | 48400 |
| 3_3_place_gp | 660000 | 52.5 | 0.318 | 0.313 | 45000 |
| 2_1_floorplan | 630000 | - | 0.294 | 0.310 | 27700 |
| 4_1_cts | 713000 | 56.7 | 0.531 | 0.321 | 48100 |
| 6_report | 715000 | 56.8 | 0.530 | 0.322 | 48500 |
==> power breakdown <==
| group | switching, mW | internal (mW) | leakage, nW |
|---|---|---|---|
| combinational | 0.0323 | 0.0142 | 51.7 |
| clock | 0.0913 | 0.124 | 26.1 |
| sequential | 0.000209 | 0.267 | 148 |
| total | 0.124 | 0.406 | 226 |
Power is estimated from default activity; no workload was simulated.
